==> ./config.mk <==
export PLATFORM = sky130hd
export DESIGN_NAME = RegFile
export DESIGN_NICKNAME = RegFile
export VERILOG_FILES = /design/flow/design.v
export SDC_FILE = /design/flow/constraint.sdc
export NUM_CORES = 4
export LEC_CHECK = 1
export CORE_UTILIZATION = 50
==> ./constraint.sdc <==
current_design RegFile

set clk_period 4.5
set clk_io_pct 0.2

create_clock -name clk0 -period $clk_period [get_ports {clk}]

set non_clock_inputs [all_inputs -no_clocks]
set_input_delay [expr $clk_period * $clk_io_pct] -clock clk0 $non_clock_inputs
set_output_delay [expr $clk_period * $clk_io_pct] -clock clk0 [all_outputs]
==> ./design.v <==
module RegFile(
	input [2:0] SR1,
	input [2:0] SR2,
	input [2:0] DR,
	output [15:0] R1,
	output [15:0] R2,
	input [15:0] BUS,
	input clk,
	input ldReg,
	input rst,
	input [2:0] regSelExt,
	output [15:0] regOutExt);
	wire [127:0] qAgg;
	wire [7:0] wEnSigs;
	decode328 wSelDec(
		.in (DR),
		.out (wEnSigs));
	genvar i;
	generate
		for (i = 0; i < 8; i = i + 1) begin : regFileRegs
			reg16b regs (BUS, ldReg & wEnSigs[i], rst, clk, qAgg[16*(i+1)-1:16*i]);
		end
	endgenerate
	mux128to16 out1 (
		.in (qAgg),
		.sel (SR1),
		.out (R1));
	mux128to16 out2 (
		.in (qAgg),
		.sel (SR2),
		.out (R2));
	mux128to16 outExt (
		.in (qAgg),
		.sel (regSelExt),
		.out (regOutExt));
endmodule
module decode328(
	input [2:0] in,
	output reg [7:0] out);
	always @ (in) begin
		case (in)
			3'b000:
				out <= 8'b00000001;
			3'b001:
				out <= 8'b00000010;
			3'b010:
				out <= 8'b00000100;
			3'b011:
				out <= 8'b00001000;
			3'b100:
				out <= 8'b00010000;
			3'b101:
				out <= 8'b00100000;
			3'b110:
				out <= 8'b01000000;
			3'b111:
				out <= 8'b10000000;
		endcase
	end
endmodule
module mux128to16(
	input [127:0] in,
	input [2:0] sel,
	output reg [15:0] out);
	always @ (sel or in) begin
		case (sel)
			3'b000:
				out <= in[15:0];
			3'b001:
				out <= in[31:16];
			3'b010:
				out <= in[47:32];
			3'b011:
				out <= in[63:48];
			3'b100:
				out <= in[79:64];
			3'b101:
				out <= in[95:80];
			3'b110:
				out <= in[111:96];
			3'b111:
				out <= in[127:112];
		endcase
	end
endmodule
module reg16b(
	input [15:0] D,
	input en,
	input rst,
	input clk,
	output reg [15:0] Q);
	always @(negedge clk) begin
		if (rst)
			Q <= 16'h0000;
		else if (en)
			Q <= D;
	end
endmodule
==> ./run.sh <==
#!/bin/bash
# OpenROAD 26Q1-2900-gdf79404cd8, Yosys 0.63+post, stock flow scripts
make -C /OpenROAD-flow-scripts/flow DESIGN_CONFIG=/design/flow/config.mk WORK_HOME=/design/flow/orfs finish
==> summary.txt <==
yosys + openroad results -> outcome finished, violations left, failing checks setup timing, yosys synthesis chip area 7817 um2, Biggest register regFileRegs.regs.Q, Die Wd between 100 and 150 um, tool warnings 156, Slew Limit Fails 0, Tot GR Track Use 40.40%, via count 8976, synthesized flop and latch total ~130, Worst Hold Class reg -> reg, Final Hold Slack 0.4558 ns, Worst R2R Path Depth 5, hpwl dp 19.26 mm, clk ins delay skew pair 0.44 ns, CP required 3.60 ns, CTS Buf Count 17, CTS HTree Levels 4, Power Density roughly 320 nW/um2, Pleak 4.879 nW, Unique cell types 43, die height 127.0 um, register share after synthesis 32.78%, 1st-iter DRT viols 969, IO buf count 78, post-synth top area cell dfxtp_1, cell area after synthesis 7817 um2, number of flip-flops in the largest register 128, Post-DRT Antenna Nets 0, EDFF count, synth 0, Worst-Margin Slew 0.9612 ns, total congestion overflow 0, VDD IR max about 0.32 mV, WHS Path Cells 2, ys async rst share 0%, Detailed Route WL 31.13 mm, Rel. slew slack 35.92%, Max Fanout on Critical Path 3, Placement Cell Area 9234 um2, diode count 0, Top-area cell share 32.78%, routability cong. slightly above 0.9, # Cells Yosys 1029, setup violators final 48, Mapped Cells 1029, drt wl/cell 20.62 um, Top Registers regFileRegs.regs.Q: 128 flops, via density per instance 5.944, # IOs 79, hold buffers post-CTS 0, Yosys warnings 3, MaxCap Viol Count 0, Commonest flop dfxtp_1, cell area after layout ~11000 um2, RSZ-0062 raised after global routing yes, crit path DAT around 4.0 ns, row cnt 45, Filler cells 1161, area grow syn2layout 39.80%, first-pass GRT wire length around 48 mm, via count of the first global-routing pass 8760, CTS Root Cell clkbuf_16, Post-synth top cells nand2_1 (276), a21oi_1 (146), dfxtp_1 (128), antenna violations before repair 0, final hold viol count 0, cell with the most instances after synthesis nand2_1, Clk pin slew, worst setup/hold paths 0.04 ns, DIE AREA 16140 um2, layout cell share with drive strength beyond 1 a little under a third, CTS tree done, top cells by area dfxtp_1 (33%), nand2_1 (13%), a21oi_1 (9.3%), Startpoint Class flip-flop, largest net degree at the start of global routing 39, clock sink count between 100 and 150, DRC 0, critical path type reg -> out, Longest Clk Path Bufs 2, Syn Area/Cell around 7.6 um2, FP Core Util 51.23%, crit end category primary output, first drt pass iteration count 5, CORE AREA 15260 um2, Final WS setup -0.4294 ns, Setup Skew 0 ns, Place WS -0.2259 ns
[cells in the final DEF, fill, tap and decap left out, types with 3 or more instances in the layout]
master           count
nor2_1              90
inv_6                4
buf_4               90
inv_1              145
o21ai_1              3
nand2_2             10
a21oi_2             13
or3_1                3
a221oi_2            42
inv_8                4
mux4_2               8
nand2_1            267
clkdlybuf4s50_1     24
nor2b_1              8
buf_12              17
a22o_1              38
nand3_1              6
clkbuf_16           17
nor2_2              12
inv_4                6
buf_6               26
a21oi_1            133
dfxtp_1             80
mux2i_1             44
buf_2               53
a221oi_1            30
a211o_1              6
mux2_4              36
dfxtp_2             48
nand2b_1             9
[cell families after synthesis]
family,synth area share [%]
AOI/OAI and AO/OA,23.83
buffers and inverters,7.826
DFF,32.78
muxes,13.73
and+or+nand+nor,21.83
[cell type report]
class                           count  area [um2]  area share (%)
Clock inverter                    143       628.1           5.747
Multi-Input combinational cell    782        5104           46.70
Clock buffer                       17       425.4           3.892
Timing Repair Buffer              210        1814           16.60
Sequential cell                   128        2623           24.00
Inverter                           19       71.32          0.6525
Tap cell                          211       264.0           2.416
[layer usage]
metal / part of all wire [%] / vias up / global-route usage, % / wire length [um]
met2: 43 / 604 / 57.79 / 13440
met5: 0 / - / 0.6192 / 0
met1: 41 / 4154 / 56.37 / 12660
met3: 13 / 77 / 17.28 / 4170
met4: 2.8 / 0 / 12.82 / 860
li1: - / 4141 / - / -
[repair_timing]
item / 4_1_cts / 5_1_grt
endpoints found under the setup margin: 48 / 48
setup buffers: 35 / 4
hold endpoints to repair: 0 / 0
pin swaps: 131 / 113
resized: 309 / 15
[through the flow]
stage	TNS, ns	std cells	total power [mW]	utilization [%]
floorplan	0	1029	1.620	-
global route	-16.72	1510	3.704	71.63
finish	-13.38	1510	3.506	71.63
global placement	-19.46	1315	1.838	60.52
CTS	-15.31	1508	3.522	71.23
detailed placement	-18.98	1315	1.837	60.52
[path summary, 6_finish.rpt]
path | startpoint | to | slack [ns]
setup / recovery | regFileRegs[5].regs.Q[9] | regOutExt[9] | -0.43
setup reg to reg | regFileRegs[7].regs.Q[8] | regFileRegs[7].regs.Q[8] | 3.62
hold / removal | regFileRegs[2].regs.Q[6] | regFileRegs[2].regs.Q[6] | 0.46
hold reg to reg | regFileRegs[2].regs.Q[6] | regFileRegs[2].regs.Q[6] | 0.46
[where the power goes]
part / switching, mW / leakage, nW / internal [mW]
Sequential: 0.0231 / 1.06 / 1.17
Combinational: 0.290 / 2.84 / 0.205
Clock: 0.883 / 0.975 / 0.935
[critical path, cell delays in order (launching register included)]
cell	delay, ns
dfxtp_2	0.32
buf_6	0.11
mux2_4	0.26
a22o_1	0.19
a221oi_2	0.26
nor2_1	0.08
buf_2	0.11
No activity file was given, so power comes from the tool's default toggle rates.
