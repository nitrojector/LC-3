File: design/flow/config.mk
export PLATFORM = sky130hd
export DESIGN_NAME = EAB
export DESIGN_NICKNAME = EAB
export VERILOG_FILES = /design/flow/design.v
export SDC_FILE = /design/flow/constraint.sdc
export NUM_CORES = 4
export LEC_CHECK = 1
export CORE_AREA = 10 10 75 75
export DIE_AREA = 0 0 85 85
File: design/flow/constraint.sdc
current_design EAB

set clk_period 10.9
set clk_io_pct 0.2

create_clock -name clk0 -period $clk_period

set non_clock_inputs [all_inputs -no_clocks]
set_input_delay [expr $clk_period * $clk_io_pct] -clock clk0 $non_clock_inputs
set_output_delay [expr $clk_period * $clk_io_pct] -clock clk0 [all_outputs]
File: design/flow/design.v
module EAB(
	input [15:0] IR,
	input [15:0] SR1,
	input [15:0] PC,
	input [1:0] selADDR2MUX,
	input selADDR1MUX,
	output reg [15:0] EABOut);
	reg [15:0] sext11;
	reg [15:0] sext9;
	reg [15:0] sext6;
	reg [15:0] addr1;
	reg [15:0] addr2;
	always @ (IR) begin
		sext11 <= { {5{IR[10]}}, IR[10:0] };
		sext9  <= { {7{IR[8]}},  IR[8:0]  };
		sext6  <= { {10{IR[5]}}, IR[5:0]  };
	end
	always @ (*) begin
		if (selADDR1MUX)
			addr1 <= SR1;
		else
			addr1 <= PC;
	end
	always @ (*) begin
		if (selADDR2MUX == 2'b00)
			addr2 <= 16'b0;
		else if (selADDR2MUX == 2'b01)
			addr2 <= sext6;
		else if (selADDR2MUX == 2'b10)
			addr2 <= sext9;
		else
			addr2 <= sext11;
	end
	always @ (*) begin
		EABOut <= addr1 + addr2;
	end
endmodule
File: design/flow/run.sh
#!/bin/bash
# OpenROAD 26Q1-2900-gdf79404cd8, Yosys 0.63+post, stock flow scripts
make -C /OpenROAD-flow-scripts/flow DESIGN_CONFIG=/design/flow/config.mk WORK_HOME=/design/flow/orfs finish
==> job_summary.md <==
### Metrics collected by this job

| Metric | Value |
|---|---|
| Routed Wire Length | `2880 microns` |
| Area of the core | `4060 sq um` |
| Height of the die | `85 microns` |
| Buffers inserted by post-CTS timing repair | `0` |
| PwrDens | `68.9 nW/um^2` |
| Effective utilization at floorplan | `23.3%` |
| Total track usage | `7.51%` |
| Worst IR drop on VDD | `0.0278 mV` |
| Arrival time at the worst endpoint | `5.56 ns` |
| Iteration-0 DRC count of the detailed router | `9` |
| FF+latch area | `0 sq um` |
| Worst hold path type | `in -> out` |
| Largest area contributor in the netlist | `sky130_fd_sc_hd__ha_1` |
| Worst-Margin Slew | `0.432 ns` |
| Number of cells in Yosys stat | `118` |
| Busiest metal layer after global routing | `met2` |
| Global-route wire length before repair | `4800 microns` |
| Count of sequential standard cells | `0` |
| Non-Filler Cell Area, Final | `1640 sq um` |
| Final period util | `71.0%` |
| Sequence of cells on the critical path | `clkdlybuf4s50_1 -> buf_4 -> mux2_2 -> ha_1 -> fa_1 -> a21oi_1 -> o21ai_0 -> a21oi_2 -> o21ai_1 -> o41ai_2 -> xnor2_1 -> clkdlybuf4s50_1` |
| CP endpoint kind | `output port` |
| Setup violation total in the final timing report | `0` |
| Synth Area per Inst | `8.01 sq um` |
| Post-synthesis instance area | `945 sq um` |
| Setup repair after global routing missed its margin | `false` |
| Total global routing overflow | `0` |
| Max-cap check violation count | `0` |
| Vias after detailed routing | `1,019` |
| Sequential-to-total area share from yosys stat | `0%` |
| Tool warnings | `37` |
| Vias per cell | `4.43` |
| Number of gates resized after CTS | `0` |
| Slew headroom | `70.9%` |
| Number of hold buffers added after CTS | `0` |
| Crit-path max cell delay | `0.49 ns` |
| Largest cells by area after synthesis | `sky130_fd_sc_hd__ha_1 (20%), sky130_fd_sc_hd__mux2_2 (18%), sky130_fd_sc_hd__xnor2_1 (7.4%)` |
| Maximum fanout along the worst path | `16` |
| Vias in the first global route | `1,090` |
| Final weighted congestion in routability-driven placement | `0.768` |
| Setup TNS | `0 ns` |
| Die width | `85 microns` |
| Req. time, crit path | `8.72 ns` |
| Length of the first detailed-routing pass in iterations | `4` |
| CP max-delay cell | `sky130_fd_sc_hd__clkdlybuf4s50_1` |
| Crit path from | `selADDR1MUX` |
| Number of endpoints with negative hold slack in the final report | `0` |
| Clk_buf instances | `0` |
| Most repeated library cell on the critical path | `sky130_fd_sc_hd__clkdlybuf4s50_1` |
| WHS | `5.52 ns` |
| Number of antenna violations at the first check in global routing | `0` |
| LEAKAGE | `0.680 nW` |
| Number of nets still failing antenna checks after routing | `0` |
| Met2 demand-to-capacity share in global routing | `12.5%` |
| Synthesis area per yosys | `945 sq um` |
| Top-level I/O count | `67` |
| Max-slew violations | `0` |
| Buffers added on ports | `62` |
| Global Route met1 Usage | `9.20%` |
| Average wire length per cell after detail routing | `12.5 microns` |
| Layout fillers | `432` |
| Die area | `7230 sq um` |
| End point of the critical path | `EABOut[14]` |
| Count of standard-cell rows | `23` |
| Timing-limited maximum frequency | `129 MHz` |
| ANT cells | `0` |
| Synth warn | `1` |
| Synthesis-to-layout area growth | `73.1%` |
| Top cell type's share of synthesized area | `19.9%` |
| Met3 layer usage reported by global route | `3.47%` |
| Standard cell area after detailed placement | `1640 sq um` |
| # DRC | `0` |
| Hpwl dp | `2620 microns` |
| Distinct cells, synth | `29` |
| Outcome | `complete, no violations` |
| Largest net degree at the start of global routing | `17` |
| Fraction of layout instances using a drive strength above 1 | `13.9%` |
| Type of origin of the critical path | `primary input` |
| Tmin final | `7.74 ns` |
| Mapped Cells | `118` |
| Total power | `113 uW` |
| Worst Path Class, Setup | `in -> out` |
==> report_power, final <==
group	switching [mW]	total (mW)	internal (mW)
combinational	0.0404	0.113	0.0723
sequential	0	0	0
clock	0	0	0
total	0.0404	0.113	0.0723
==> metal layers <==
layer / vias up / routed length, microns
li1: 559 / -
met1: 426 / 1230
met2: 34 / 1290
met3: 0 / 361
met4: 0 / 0
met5: - / 0
==> worst min-delay path by stage <==
stage / from / to / slack, ns / cells after the start
4_1_cts: IR[0] / EABOut[0] / 5.53 / 4
5_1_grt: PC[15] / EABOut[15] / 5.58 / 5
6_report: IR[0] / EABOut[0] / 5.52 / 4
==> cell usage in the layout (no fill, tap or decap), types with 2 or more instances in the layout <==
master                            instances
sky130_fd_sc_hd__nor2b_1                  9
sky130_fd_sc_hd__mux2_2                  15
sky130_fd_sc_hd__nor2_1                   6
sky130_fd_sc_hd__ha_1                    15
sky130_fd_sc_hd__buf_4                    2
sky130_fd_sc_hd__o21ai_0                  7
sky130_fd_sc_hd__nand2_1                 14
sky130_fd_sc_hd__a211oi_2                 2
sky130_fd_sc_hd__a21o_1                   3
sky130_fd_sc_hd__xor2_1                   7
sky130_fd_sc_hd__a31oi_1                  2
sky130_fd_sc_hd__a21oi_1                 10
sky130_fd_sc_hd__o31ai_2                  2
sky130_fd_sc_hd__xnor2_1                  8
sky130_fd_sc_hd__inv_1                    3
sky130_fd_sc_hd__clkdlybuf4s50_1         62
==> per-stage QoR <==
| stage | cells | utilization [%] | worst slack, ns |
|---|---|---|---|
| after global routing | 230 | 40.3 | 2.92 |
| after floorplan | 118 | - | 3.96 |
| after global placement | 230 | 40.3 | 3.12 |
| after detailed placement | 230 | 40.3 | 3.11 |
| after CTS | 230 | 40.3 | 3.10 |
| final | 230 | 40.3 | 3.16 |
==> cells by family after synthesis <==
family | after synthesis | synth area share [%]
and+or+nand+nor | 32 | 15.8
xor gates and xnor gates | 15 | 13.9
AOI/OAI and AO/OA | 34 | 27.4
buffers and inverters | 5 | 1.99
muxes | 16 | 18.9
adders and majority gates | 16 | 22.0
==> layout make-up <==
type	instances	area, sq um	share of cell area [%]
Multi-Input combinational cell	113	926	56.6
Timing Repair Buffer	64	636	38.9
Tap cell	50	62.6	3.83
Inverter	3	11.3	0.689
==> cells in the mapped netlist, drive strengths merged (2+ instances only) <==
master and number:
mux2 15, xor2 7, a211oi 2, ha 15, o31ai 2, a31oi 2, o21a 2, nand2 14
inv 3, xnor2 8, nor2 6, o21ai 8, a21o 3, a21oi 11, nor2b 9
==> critical path: cells and delay by family <==
family	cells	cell delay (ns)
XOR/XNOR	1	0.15
multiplexers	1	0.38
AND-OR/OR-AND	5	1.00
buffers and inverters	3	1.18
adder cells (fa/ha/maj)	2	0.67
No activity file was given, so power comes from the tool's default toggle rates.
