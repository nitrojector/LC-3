==> design.v <==
module PC (
	input [15:0] BUS,
	input [15:0] EAB,
	input ldPC,
	input [1:0] selPCMUX,
	output [15:0] PCOut,
	input clk,
	input rst);
	reg [15:0] PC, PCInc;  
	reg16b regPC(
		.D (PC),
		.Q (PCOut),
		.en (ldPC),
		.rst (rst),
		.clk (clk));
	initial
		PC <= 16'h0000;
	always @ (posedge clk) begin
		if (ldPC)
			PCInc <= PC + 16'd1;
	end
	always @ (BUS or EAB or PCInc or selPCMUX) begin
		if (selPCMUX == 2'b00)
			PC <= PCInc;
		else if (selPCMUX == 2'b01)
			PC <= BUS;
		else if (selPCMUX == 2'b10)
			PC <= EAB;
	end
endmodule
module reg16b(
	input [15:0] D,
	input en,
	input rst,
	input clk,
	output reg [15:0] Q);
	always @(negedge clk) begin
		if (rst)
			Q <= 16'h0000;
		else if (en)
			Q <= D;
	end
endmodule
==> run.sh <==
#!/bin/bash
# OpenROAD 26Q1-2900-gdf79404cd8, Yosys 0.63+post, stock flow scripts
make -C /OpenROAD-flow-scripts/flow DESIGN_CONFIG=/design/flow/config.mk WORK_HOME=/design/flow/orfs finish
==> config.mk <==
export PLATFORM = sky130hd
export DESIGN_NAME = PC
export DESIGN_NICKNAME = PC
export VERILOG_FILES = /design/flow/design.v
export SDC_FILE = /design/flow/constraint.sdc
export NUM_CORES = 4
export LEC_CHECK = 1
export CORE_UTILIZATION = 40
==> constraint.sdc <==
current_design PC

set clk_period 1.2
set clk_io_pct 0.2

create_clock -name clk0 -period $clk_period [get_ports {clk}]

set non_clock_inputs [all_inputs -no_clocks]
set_input_delay [expr $clk_period * $clk_io_pct] -clock clk0 $non_clock_inputs
set_output_delay [expr $clk_period * $clk_io_pct] -clock clk0 [all_outputs]
==> run summary <==
Results of the run.

The design draws between 2 and 3 mW. For reference, the mux area share after synthesis is 0.166. The number of register pins that no clock reaches is 16. The start point of the worst min-delay path is regPC.Q[7]. In this run, the number of DRC markers left after iteration 0 of detailed routing was 24.

The number of diodes added for antenna fixing is 0. In the post-route analysis, the smallest setup slack over all paths is -0.404 ns. The CTS tree is built. The checks that failed: setup timing.

Per the cell usage report, the commonest logic cells after layout are sky130_fd_sc_hd__clkdlybuf4s50_1 (34), sky130_fd_sc_hd__mux2i_1 (30), sky130_fd_sc_hd__inv_1 (20). The later-pin clock latency in the skew report is roughly 0.33 ns. Across all register-to-register paths, the minimum setup slack is 0.55 ns.

The required time at the worst-slack endpoint is approximately 0.96 ns. The proportion of power drawn by the clock network is 0.426. The largest area contributor in the netlist is sky130_fd_sc_hd__edfxtp_1. The sink of the worst hold path is regPC.Q[7]. The floorplan step set the die width to just over 70 um. The synthesized-area fraction occupied by and/or/nand/nor cells is 0.150.

The flow ran to the end, but the final reports show violations. The combinational gate area is ~840 um2. Looking at the critical path, the single cell with the biggest stage delay is sky130_fd_sc_hd__dfxtp_2. The share of synthesized cell area in full adder, half adder and majority cells is 0.00650. On the final layout, the worst hold slack is around 0.48 ns.

Setup repair after global routing could not meet its margin everywhere. Per the post-synthesis stats, the area per cell is approximately 11 um2. The detail route stage leaves a number of antenna-violating nets equal to 0. The placement row count is 24.

The power density normalized to cell area is approximately 1100 nW/um2. The share of total power consumed by net switching is 0.240. The initial core utilization is 0.430.

The xor/xnor cell area share of the yosys netlist is 0.0637. The global-route wire length before repair is 7250 um. Hold-check failures listed in the final report amount to 0. The largest incremental delay on the critical path is between 0.3 and 0.4 ns. The critical path buffer and inverter count is 1. The total of fill cells in the finished design is around 350. The max-cap violation count is 0.

The script extracted a total leakage power of 1.28 nW. The number of setup violations in the final report is 16. The internal power of the cells totals between 2 and 2.5 mW. Measured in cells, the most critical reg-to-reg path has a length of 2. The area share of the largest cell type after synthesis is 0.250. The library cell used most frequently in the layout, excluding fill and tap cells, is sky130_fd_sc_hd__clkdlybuf4s50_1. The launching element type of the critical path is a register. The cell sitting at the root of the clock tree is a sky130_fd_sc_hd__clkbuf_8.

The endpoint arrival time on the critical path is between 1 and 1.5 ns. Yosys attributes the largest share of cell area to sky130_fd_sc_hd__edfxtp_1 (25%), sky130_fd_sc_hd__dfxtp_1 (17%), sky130_fd_sc_hd__mux2i_1 (17%), sky130_fd_sc_hd__dlxtn_1 (12%), sky130_fd_sc_hd__xor2_1 (4.6%). In this run the tightest slew margin relative to its limit is 0.647. The core area is approximately 4500 um2. The die boundary height is about 71 um. The net switching power of the design is around 700 uW. Per the CTS log, the maximum H-tree level is 2. Looking at the reg2reg group, the worst path ends at regPC.Q[0]. Post-synthesis, Yosys gives the total cell area as 1920 um2.

The wire length per cell after detailed routing is ~14 um. The iteration count recorded for the first detailed-route pass is 22. Of the total power, combinational logic draws 0.133. The maximum net fanout on the critical path is 2. The sequential cell area in the final layout is roughly 1100 um2.

The count of endpoints without a timing constraint is 32. The synthesized netlist occupies a cell area of between 1500 and 2000 um2. The final-report max-slew violation count is 0.

The summed area of non-filler cells in the final layout is 2760 um2. Yosys printed 2 warnings. In this run, CTS created clock tree buffers numbering 5. The layout summary lists the proportion of cells stronger than drive strength 1 as 0.239. The actual slew at the worst max-slew pin is ~0.53 ns. The post-synth register bit count is 48. The largest non-sequential cell family by area is multiplexers. The number of antenna violations at the first check in global routing is 0. The critical path goes through buf_2. The sum of overflow across all layers after global routing is 0.

Among cell families on the critical path, the largest total delay comes from flip-flops. The netlist uses 22 different library cells. The count of input and output buffers is roughly 52. The count of warning messages emitted by the tools is approximately 44.

The top-level I/O count is 53. The kind of end point of the critical path is a primary output. The number of vias per cell is slightly below 5. The final core utilization is 0.618.

The largest clock skew in the final design is 0 ns. After routing, the total negative slack on setup checks comes to -6.18 ns. The number of global-route vias before repair is ~1500.

The vias after detailed routing is around 1500. The post-placement cell area is roughly 2500 um2. The largest vdd supply drop is between 0.7 and 0.8 mV. The number of standard cells after synthesis is 180.

The final weighted congestion of routability-driven global placement is around 0.77. In the placement report, post-DP HPWL is listed as 2930 um. For this block, the routed nets add up to about 4300 um of wire. Per the post-CTS timing run, clock transition at the registers of the reported paths is about 0.030 ns. The largest net degree at the start of global routing is 34. Of the total power, registers draw 0.441. Compared with the post-synthesis result, the final layout area differs by 43.6%. The launch instance of the worst register-to-register path is regPC.Q[0]. The remaining design rule violation count is 0. No sink is reached through more buffers than the 2 on the longest clock path. The synth_stat.txt file lists the number of cells as approximately 180. The worst setup path category is register to primary output.

In this run the full chip footprint comes out at around 5100 um2. The total routing resource utilization after global routing is 0.191. Per the synthesis report, the AND-OR/OR-AND share of the synthesized area is 0.0416. The worst min-delay path category is register to register. The cell count of the worst hold path is 2.
[registers in the layout, indices dropped and copies added, names as in the netlist]
| register | count |
|---|---|
| PCInc | 16 |
| PC | 16 |
| regPC.Q | 16 |
[what timing repair did]
action / in CTS / in global routing
gates cloned: 3 / 0
setup endpoints to repair: 32 / 24
buffers inserted: 1 / 0
pin swaps: 0 / 0
resized: 73 / 6
hold buffers: 0 / 0
[kinds of logic (layout without fill, tap and decap cells)]
kind of cell	count (synthesis)	count (layout)
buffers and inverters	14	89
multiplexers	32	32
latches	16	16
adder cells (fa/ha/maj)	1	1
XOR/XNOR	14	14
AND/OR/NAND/NOR	55	55
AND-OR/OR-AND	16	16
flip-flops	32	32
[cell usage after synthesis (all sizes together)]
library cell and instances:
and2 1, buf 5, clkbuf 4, dfxtp 16, dlxtn 16, edfxtp 16, ha 1, inv 5
mux2i 32, nand2 19, nand3 5, nand4 3, nor2 19, nor3 4, nor4 4, o21ai 16
xnor2 4, xor2 10
[metrics by stage]
step                worst slack, ns  std cells
finish                       -0.404        307
global route                 -0.435        307
CTS                          -0.403        307
detailed placement           -0.743        281
global placement             -0.694        281
floorplan                    -0.206        180
[layer usage]
metal | up-vias | wire, um | global-route usage | part of all wire
li1 | 763 | - | - | -
met1 | 687 | 2110 | 0.298 | 0.49
met2 | 37 | 1990 | 0.302 | 0.46
met3 | 0 | 220 | 0.0414 | 0.051
met4 | 0 | 0 | 0.0178 | 0
met5 | - | 0 | 0 | 0
[worst max-delay path by stage]
stage | to | slack [ns] | start | cells past startpoint
4_1_cts | PCOut[12] | -0.40 | regPC.Q[12] | 1
5_1_grt | PCOut[15] | -0.43 | regPC.Q[15] | 1
6_report | PCOut[9] | -0.40 | regPC.Q[9] | 1
[area by class of cell]
type / instances / share of cell area
Inverter: 4 / 0.00543
Sequential cell: 48 / 0.384
Multi-Input combinational cell: 118 / 0.305
Timing Repair Buffer: 62 / 0.218
Clock buffer: 7 / 0.0430
Tap cell: 52 / 0.0235
Clock inverter: 16 / 0.0217
[power by group through the flow]
stage | registers [mW] | clock network, mW | logic (mW)
after CTS | 1.28 | 1.27 | 0.387
after global routing | 1.29 | 1.36 | 0.421
final | 1.28 | 1.24 | 0.387
Power figures rest on the tool's default switching activity, not on a simulated workload.
